--- design/flow/config.mk ---
export PLATFORM = sky130hd
export DESIGN_NAME = adder3bit
export DESIGN_NICKNAME = adder3bit
export VERILOG_FILES = /design/flow/design.v
export SDC_FILE = /design/flow/constraint.sdc
export NUM_CORES = 4
export LEC_CHECK = 1
export CORE_AREA = 10 10 85 85
export DIE_AREA = 0 0 95 95
--- design/flow/constraint.sdc ---
current_design adder3bit

set clk_period 8.6
set clk_io_pct 0.2

create_clock -name clk0 -period $clk_period

set non_clock_inputs [all_inputs -no_clocks]
set_input_delay [expr $clk_period * $clk_io_pct] -clock clk0 $non_clock_inputs
set_output_delay [expr $clk_period * $clk_io_pct] -clock clk0 [all_outputs]
--- design/flow/design.v ---
`timescale 1ns/1ns
module adder3bit(input signed[13:0] input1, input2, input3, output signed[13:0] output1);
    assign output1 = input1 + input2 + input3;
endmodule
--- design/flow/run.sh ---
#!/bin/bash
# OpenROAD 26Q1-2900-gdf79404cd8, Yosys 0.63+post, stock flow scripts
make -C /OpenROAD-flow-scripts/flow DESIGN_CONFIG=/design/flow/config.mk WORK_HOME=/design/flow/orfs finish
==> impl_metrics.sql <==
-- load yosys + openroad results
INSERT INTO impl_metrics (metric_group, metric, value, unit) VALUES
('outcome', 'run_status', 'complete, no violations', ''),
('floorplanning', 'chipHeight', '95', 'microns'),
('power_and_ir_drop', 'powerDensity', '118', 'nW/um^2'),
('yosys', 'yosys-top-cells-area', 'sky130_fd_sc_hd__fa_1 31%, sky130_fd_sc_hd__ha_1 17%, sky130_fd_sc_hd__xnor2_1 6.8%', ''),
('yosys', 'netlist_area', '898', 'sq um'),
('yosys', 'synthDominantCellAreaShare', '31.2', '%'),
('routing', 'routed_wire_length_per_instance', '11.2', 'microns'),
('yosys', 'yosys.area.top_type', 'sky130_fd_sc_hd__fa_1', ''),
('routing', 'detailroute.wirelength.met2', '984', 'microns'),
('cells_and_area', 'seq_area', '0', 'sq um'),
('hold_path', 'hp-class', 'input pin to primary output', ''),
('global_routing', 'grt_pass1_wl', '4580', 'microns'),
('sta', 'setup_violation_total_in_the_final_timing_report', '0', ''),
('flow_run', 'max_cap_violation_count', '0', ''),
('yosys', 'post_synth_inst_count', '100', ''),
('floorplanning', 'die_area', '9030', 'sq um'),
('flow_run', 'openroad.warnings', '32', ''),
('floorplanning', 'die-width', '95', 'microns'),
('sta', 'final_hold_violation_count', '0', ''),
('cells_and_area', 'flops', '0', ''),
('critical_path', 'crit_path_buf_inv_count', '2', ''),
('critical_path', 'crit_chain', 'clkdlybuf4s50_1 > fa_1 > ha_1 > fa_1 > a211oi_2 > nor2_1 > o2111ai_1 > a31oi_1 > xnor2_1 > clkdlybuf4s50_1', ''),
('critical_path', 'slowest_delay', '0.50', 'ns'),
('global_routing', 'grt_use_total', '6.08', '%'),
('global_routing', 'grt_pass1_vias', '977', ''),
('global_routing', 'grt_overflow_total', '0', ''),
('yosys', 'yosys_area', '898', 'sq um'),
('routing', 'route.met3.wl', '286', 'microns'),
('routing', 'detailedRoute.firstIterationViolations', '60', ''),
('routing', 'antenna_violating_nets_post_route', '0', ''),
('routing', 'drcViolationCount', '0', ''),
('critical_path', 'setup.worst_path.class', 'input pin to primary output', ''),
('global_routing', 'largest_net_degree_at_the_start_of_global_routing', '9', ''),
('yosys', 'synth.yosys.num_cells', '100', ''),
('power_and_ir_drop', 'power.share.sequential', '0', '%'),
('sta', 'setup_tns', '0', 'ns'),
('critical_path', 'critical-path-top-delay-family', 'adder cells', ''),
('yosys', 'top_cells_by_count', '14 x sky130_fd_sc_hd__fa_1, 12 x sky130_fd_sc_hd__ha_1, 9 x sky130_fd_sc_hd__nor2_1, 7 x sky130_fd_sc_hd__inv_1, 7 x sky130_fd_sc_hd__xnor2_1', ''),
('power_and_ir_drop', 'power.share.switching', '39.5', '%'),
('power_and_ir_drop', 'intPower', '111', 'uW'),
('routing', 'vias', '931', ''),
('clock_tree', 'cts-resized-gates', '0', ''),
('floorplanning', 'fp_util', '16.4', '%'),
('cells_and_area', 'layout_overhead_on_the_synthesized_area', '72.4', '%'),
('floorplanning', 'core_region_area', '5470', 'sq um'),
('critical_path', 'timing.critical_path.fanout_max', '3', ''),
('power_and_ir_drop', 'max-vdd-ir-drop', '0.0682', 'mV'),
('routing', 'antenna_cells', '0', ''),
('routing', 'top_layer_used', 'met3', ''),
('power_and_ir_drop', 'power.static_leakage', '0.604', 'nW'),
('power_and_ir_drop', 'pwr-share-comb', '100.0', '%'),
('floorplanning', 'design.portCount', '56', ''),
('clock_tree', 'post_cts_buffers', '0', ''),
('critical_path', 'worst-endpoint-required', '6.88', 'ns'),
('power_and_ir_drop', 'power', '183', 'uW'),
('sta', 'post_layout_minimum_cycle_time', '6.47', 'ns'),
('place', 'gp_congestion', '0.792', ''),
('cells_and_area', 'instances_no_fill', '228', ''),
('yosys', 'ys_seq_share', '0', '%'),
('yosys', 'yosysWarnings', '0', ''),
('place', 'buffer_ports.inserted', '56', ''),
('sta', 'maxSlewViolCount', '0', ''),
('cells_and_area', 'total_of_clock_buffers_placed_in_the_layout', '0', ''),
('yosys', 'ys_types', '35', ''),
('sta', 'post-route-period-util', '75.2', '%'),
('clock_tree', 'hold_buffer_count_at_cts', '0', ''),
('cells_and_area', 'final_layout_size_suffix_gt1_share', '5.13', '%'),
('global_routing', 'number_of_antenna_violations_at_the_first_check_in_global_routing', '0', ''),
('routing', 'drt-total-wl', '2560', 'microns'),
('sta', 'tightest_slew', '0.236', 'ns'),
('place', 'placed_standard_cell_area', '1550', 'sq um');
placed cells by master (no fill, tap or decap), types with 3 or more instances in the layout:
cell type	n
sky130_fd_sc_hd__nand3_1	3
sky130_fd_sc_hd__xnor2_1	7
sky130_fd_sc_hd__a21oi_1	6
sky130_fd_sc_hd__o21ai_1	4
sky130_fd_sc_hd__nand2_1	5
sky130_fd_sc_hd__o21ai_0	3
sky130_fd_sc_hd__clkdlybuf4s50_1	56
sky130_fd_sc_hd__ha_1	12
sky130_fd_sc_hd__a211oi_1	3
sky130_fd_sc_hd__inv_1	7
sky130_fd_sc_hd__nor2_1	9
sky130_fd_sc_hd__fa_1	14
per-stage QoR:
step	hold slack, ns	setup WS (ns)
after floorplan	3.65	3.28
after global placement	4.49	2.16
after detailed placement	4.49	2.16
after CTS	4.49	2.12
after global routing	4.52	1.96
final	4.47	2.13
power groups by stage:
stage     logic (mW)  registers, mW  clock network (mW)
4_1_cts        0.188              0                   0
5_1_grt        0.209              0                   0
6_report       0.183              0                   0
cell families after synthesis:
kind of cell,Yosys count,synth area share [%]
AND-OR/OR-AND,30,24.8
XOR/XNOR,9,8.77
adder cells (fa/ha/maj),26,47.9
buffers and inverters,7,2.93
AND/OR/NAND/NOR,28,15.6
routing by layer:
metal  track usage, %  up-vias
met2             8.92       42
met5                0        -
met4                0        0
li1                 -      475
met1             9.19      414
met3             1.76        0
layout make-up:
| type | instances | area [sq um] | area share, % |
|---|---|---|---|
| inverter | 7 | 26.3 | 1.70 |
| multi-input combinational | 93 | 872 | 56.3 |
| tap | 72 | 90.1 | 5.82 |
| timing repair buffer | 56 | 561 | 36.2 |
path summary, 6_finish.rpt:
path | start | end | slack [ns] | cells past startpoint
max | input1[1] | output1[13] | 2.13 | 10
min | input3[0] | output1[0] | 4.47 | 5
Power is estimated from default activity; no workload was simulated.
