## /design/flow/run.sh

```bash
#!/bin/bash
# OpenROAD 26Q1-2900-gdf79404cd8, Yosys 0.63+post, stock flow scripts
make -C /OpenROAD-flow-scripts/flow DESIGN_CONFIG=/design/flow/config.mk WORK_HOME=/design/flow/orfs finish
```

## /design/flow/config.mk

```make
export PLATFORM = sky130hd
export DESIGN_NAME = counter
export DESIGN_NICKNAME = counter
export VERILOG_FILES = /design/flow/design.v
export SDC_FILE = /design/flow/constraint.sdc
export NUM_CORES = 4
export LEC_CHECK = 1
export CORE_AREA = 10 10 70 70
export DIE_AREA = 0 0 80 80
```

## /design/flow/constraint.sdc

```tcl
current_design counter

set clk_period 1.8
set clk_io_pct 0.2

create_clock -name clk0 -period $clk_period [get_ports {clk}]

set non_clock_inputs [all_inputs -no_clocks]
set_input_delay [expr $clk_period * $clk_io_pct] -clock clk0 $non_clock_inputs
set_output_delay [expr $clk_period * $clk_io_pct] -clock clk0 [all_outputs]
```

## /design/flow/design.v

```verilog
`timescale 1ns/1ns
module counter (input enable, init, clk, rst, output reg [7:0] out, output cout);
    always @(posedge clk, posedge rst, posedge init) begin
        if (rst) out <= 8'b0;
        else if (init) out <= 8'b0;
        else if (enable) out <= out + 1;
        else out <= out;
    end
    assign cout = (out == 8'b11000111) ? 1 : 0;
endmodule
```

==> out/metrics.yaml <==
timing:
  skew_ns: 0.00474
  tns_ns: 0
  rsz0062_at_grt: "no"
  max_freq_mhz: 603
  setup_violations: 0
  hold_viol: 0
  post-route-period-util: 0.921
  slew-limit-headroom: 0.848
  worstMarginPinSlew_ns: 0.227
  min_period_ns: 1.66
  finalMaxSlewViolations: 0
clock_tree:
  cts.htree.levels: 1
  cts_made_buffers: 3
  clk_pin_slew_ns: 0.05
  cts_tree: "done"
  clock_path_buffers: 2
  clock_sinks: 8
  clock.latency.late_pin_ns: 0.25
  cts-root-buf: "clkbuf_4"
global_routing:
  grt_first_pass_wirelength_mm: 1.37
  grt_usage: 0.0280
  grt_overflow: 0
  grt_pass1_vias: 308
  antenna_found_initial: 0
  grt_max_degree: 9
logic_synthesis:
  flop_cell: "dfrtp_1"
  synth_area_per_cell_sq_um: 12.0
  ys_types: 12
  synthTopCellsByArea: "dfrtp_1 54%, xor2_1 9.4%, xnor2_1 7.0%"
  synthArstFlopShare: 1.00
  syn_inst: 31
  ys_sh_aoi: 0
  edf_count: 0
  syn-cell-area_sq_um: 373
  synth.most_common_cell: "dfrtp_1"
  ys_chip_area_sq_um: 373
  top_cell_area_share: 0.537
  ys_cells: 31
  logic_family: "simple AND/OR/NAND/NOR gates"
  fa_ha_area_frac: 0.0671
  yosys_warnings: 1
  ys.flops: 8
  seq_area_frac_synth: 0.537
  yosys-top-cells-count: "8 x dfrtp_1, 5 x nand2_1, 4 x xor2_1, 3 x nor2_1, 3 x xnor2_1"
  ys_sh_xor: 0.164
  synth-simple-area-share: 0.201
  largest_area_cell: "dfrtp_1"
  ys_sh_mux: 0.0302
floorplanning:
  pin_count: 13
  placementRows: 21
  dieArea_sq_mm: 0.00640
  dieWidth_microns: 80
  fp_util: 0.109
  die_h_microns: 80
  core_sq_mm: 0.00342
route:
  firstDrtPassIters: 4
  diodes: 0
  post-route-drc-count: 0
  wl_per_cell_microns: 9.21
  vias_per_cell: 3.10
  route.antenna.remaining_nets: 0
  vias: 304
  wl_microns: 903
  drt_iter0_drc: 6
critical_path:
  crit_top_cell: "buf_4"
  arrival_ns: 1.30
  path_buffers: 3
  worst_r2r_endpoint: "out[1]"
  critPathMaxFanout: 4
  path_cells: "buf_4 > buf_4 > clkdlybuf4s50_1"
  cp_slowest_cell: "clkdlybuf4s50_1"
  path_delay_family: "buffers and inverters"
  rrSetupSlack_ns: 0.52
  worst_setup_path_start_kind: "register"
  endpoint_kind: "output pin"
  critPathKind: "register to output pin"
  r2r_start: "out[1]"
  cp_num_cells: 3
  cpPeakStageDelay_ns: 0.41
  worst_ep_required_time_ns: 1.44
  reg2regPathDepth: 4
cells_and_area:
  area_delta_synth_final_pct: 66.1
  top_regs: "out (8)"
  drive_gt1_frac: 0.250
  seqCellArea_sq_um: 200
  top_register: "out"
  fillCellCount: 380
  logic_area_sq_um: 175
  largest_reg_flops: 8
power:
  p_leak_uw: 0.000267
  power_uw: 866
  ir_worst_vdd_mv: 0.253
  power_density_mw_per_mm2: 1400
placed_design:
  dp_hpwl_microns: 754
  numPortBuffers: 12
  gp_congestion: 0.719
worst_hold_path:
  hp-class: "input pin to async pin"
status:
  run_status: "finished, final reports clean"
job:
  cap_violations: 0
  openroad.warnings: 26
## layout by cell type, fill, tap and decap left out, drive strengths merged
| cell type | count |
|---|---|
| clkdlybuf4s50 | 11 |
| dfrtp | 8 |
| buf | 6 |
| nand2 | 5 |
| xor2 | 4 |
| xnor2 | 3 |
| nor2 | 3 |
| clkbuf | 3 |
| nand4 | 2 |
| nor3 | 2 |
| ha | 2 |
| mux2 | 1 |
| nand4bb | 1 |
| dlygate4sd2 | 1 |
## per-stage QoR
step | cells | worst slack [ns] | instance area [sq um] | hold WS (ns) | utilization
2_1_floorplan | 31 | 0.681 | 373 | 0.312 | -
3_3_place_gp | 94 | 0.174 | 588 | 0.489 | 0.172
3_5_place_dp | 94 | 0.153 | 588 | 0.501 | 0.172
4_1_cts | 98 | 0.122 | 619 | 0.428 | 0.181
5_1_grt | 98 | 0.0850 | 619 | 0.438 | 0.181
6_report | 98 | 0.141 | 619 | 0.423 | 0.181
## tightest hold or removal path, cell delays in order
cell and delay, ns:
clkdlybuf4s50_1 0.40, nor2_1 0.08, buf_4 0.17
## worst max-delay path by stage
stage,start,to
finish,out[1],out[1]
global route,out[1],out[1]
CTS,out[1],out[1]
## cells by family after synthesis
group / after synthesis
DFF: 8
xor gates and xnor gates: 7
muxes: 1
and+or+nand+nor: 13
adders and majority gates: 2
## timing repair
item	in CTS	in global routing
setup buffers	1	0
endpoints found under the setup margin	1	0
hold buffers	0	0
resized	2	0
## routing by layer
layer	share of wire	wire length, microns	global-route usage	vias to the layer above
met5	0	0	0	-
met4	0.010	9	0.00352	0
met3	0.20	182	0.0318	2
met2	0.38	343	0.0361	12
met1	0.41	368	0.0305	143
li1	-	-	-	147
## report_power, final
group          internal [uW]  switching (uW)
sequential               256            68.4
clock                   76.0            56.2
combinational            274             136
## area by class of cell
cell class / count / share of cell area
tap: 46 / 0.0929
sequential: 8 / 0.323
timing repair buffer: 18 / 0.265
multi-input combinational: 23 / 0.283
clock buffer: 3 / 0.0364
Power is estimated from default activity; no workload was simulated.
