==> design/flow/design.v <==
`timescale 1ns/1ns
module controller(input start, cout, flag, update, clk, rst, output reg ready, initCounter, initW1, initW2, initB, initFlag, setFlag, ldW1, ldW2, ldB, enableCount, enableTest);
    reg[3:0] ns, ps;
    parameter idle = 0, waiting = 1, initialize = 2, loopBegin = 3, updating = 4, countUp = 5, test = 6;
    always @(posedge clk, posedge rst) begin
        if (rst) ps <= idle;
        else ps <= ns;
    end
    always @(start, cout, flag, update, ps) begin
        case (ps)
            idle : ns <= start ? waiting : idle;
            waiting : ns <= start ? waiting : initialize;
            initialize : ns <= loopBegin;
            loopBegin : ns <= updating;
            updating : ns <= countUp;
            countUp : begin 
                if (cout) begin
                    if (flag) ns <= loopBegin;
                    else ns <= test;
                end
                else ns <= updating;
            end
            test : ns <= idle;
            default : ns <= ps;
        endcase
    end
    always @(ps,update) begin
        {ready, initCounter, initW1, initW2, initB, initFlag, setFlag, ldW1, ldW2, ldB, enableCount, enableTest} = 12'b0;
        case (ps)
            idle : ready = 1;
            initialize : {initCounter, initW1, initW2, initB} = 4'b1111;
            loopBegin : begin
                initFlag = 1;
                initCounter = 1;
            end
            updating : if (update) begin 
                {ldW1, ldW2, ldB, setFlag} = 4'b1111;
            end
            countUp : begin 
                enableCount = 1;
            end
            test : enableTest = 1;
            default : {ready, initCounter, initW1, initW2, initB, initFlag, setFlag, ldW1, ldW2, ldB, enableCount} = 11'b0;
        endcase
    end
endmodule
==> design/flow/run.sh <==
#!/bin/bash
# OpenROAD 26Q1-2900-gdf79404cd8, Yosys 0.63+post, stock flow scripts
make -C /OpenROAD-flow-scripts/flow DESIGN_CONFIG=/design/flow/config.mk WORK_HOME=/design/flow/orfs finish
==> design/flow/config.mk <==
export PLATFORM = sky130hd
export DESIGN_NAME = controller
export DESIGN_NICKNAME = controller
export VERILOG_FILES = /design/flow/design.v
export SDC_FILE = /design/flow/constraint.sdc
export NUM_CORES = 4
export LEC_CHECK = 1
export CORE_AREA = 10 10 70 70
export DIE_AREA = 0 0 80 80
==> design/flow/constraint.sdc <==
current_design controller

set clk_period 1.4
set clk_io_pct 0.2

create_clock -name clk0 -period $clk_period [get_ports {clk}]

set non_clock_inputs [all_inputs -no_clocks]
set_input_delay [expr $clk_period * $clk_io_pct] -clock clk0 $non_clock_inputs
set_output_delay [expr $clk_period * $clk_io_pct] -clock clk0 [all_outputs]
==> results.tsv <==
stage	metric	value	unit
outcome	status	complete, no violations	
yosys	ys_types	11	
clocking	cts_hold_buf	0	
cells_and_area	nFillCells	395	
pwr	peakVddDrop	0.5674	mV
clocking	clk_latency	0.25	ns
die	initCoreUtil	8.278	%
die	rows	21	
cells_and_area	largest_register	ps	
clocking	cts_buffers	3	
worst_setup_path	crit_cells	1	
yosys	synthTopCellsByArea	dfrtp_1, buf_4, dfstp_2, a21o_1, inv_1	
yosys	syn_inst	25	
final_timing	max_freq	0.7479	GHz
yosys	postSynthSeqShare	62.39	%
routing	viasPerCell	2.689	
cells_and_area	syn2layout_area_growth	83.19	%
pwr	power_density	986.9	nW/µm²
final_timing	skew	0.004090	ns
routing	route.detailed.wl_per_inst	8.511	µm
yosys	ys_ff	7	
run	cap_violations	0	
worst_setup_path	critPathKind	reg2out	
run	warning_count	26	
final_timing	fin_ws	0.06288	ns
grt	top_usage_layer	met1	
worst_setup_path	endpoint_kind	output pin	
die	die_h	80	µm
worst_setup_path	path_buffers	1	
grt	grt_pass1_wl	1214	µm
die	fp.coreArea	3416	µm²
yosys	yosys_warnings	1	
place	finalWeightedCongestion	0.7244	
yosys	yosysTopAreaCell	dfrtp_1	
routing	diodes	0	
grt	grt_usage	2.488	%
routing	dr.pass1.iters	4	
die	die_area	6400	µm²
worst_setup_path	cpMaxStageDelayCell	clkdlybuf4s50_1	
worst_setup_path	worstPathRequired	1.12	ns
pwr	p_leak	0.0003174	µW
worst_setup_path	rr_startpoint	ps[0]	
clocking	path_clk_slew	0.05	ns
cells_and_area	fin_area	518.0	µm²
clocking	clock-sinks	7	
final_timing	slew_viol_final	0	
die	io_pins	18	
worst_setup_path	crit_arrival	1.06	ns
final_timing	slew_headroom	82.27	%
worst_setup_path	crit_end	enableCount	
grt	use_met2	2.408	%
grt	antenna_found_initial	0	
final_timing	fin_crit_sh	95.51	%
routing	ant_nets	0	
place	placed_cell_area	473.0	µm²
clocking	cts_root_buf	clkbuf_4	
routing	vias	242	
worst_setup_path	r2r_setup_slack	0.58	ns
final_timing	fin_hold_ws	0.2621	ns
clocking	cts_tree	yes	
worst_setup_path	critPathMaxFanout	2	
worst_setup_path	crit_family	buffers and inverters	
routing	remaining_drc_errors	0	
grt	met3_usage	2.273	%
yosys	synth_area_per_cell	11.31	µm²
grt	met1_usage	3.836	%
grt	overflow	0	
worst_setup_path	start_kind	flip-flop	
worst_setup_path	worstReg2RegEnd	ps[4]	
final_timing	rsz0062_at_grt	false	
routing	wirelength	766	µm
routing	drt_iter0_drc	4	
worst_setup_path	cpPeakStageDelay	0.47	ns
clocking	htree_levels	1	
worst_setup_path	crit_chain	clkdlybuf4s50_1	
pwr	p_total	511.2	µW
yosys	yosysTopAreaCellShare	53.10	%
cells_and_area	drive_above_1_share	22.73	%
place	pre_cts_slack	-0.2653	ns
final_timing	fin_crit	1.337	ns
cells_and_area	reg.largest.list	ps (7)	
final_timing	setup_viol	0	
grt	grt_pass1_vias	244	
yosys	ys_cells	25	
clocking	clockBufferDepth	2	
cells_and_area	fin_util	15.16	%
worst_setup_path	worstSetupStartpoint	ps[5]	
worst_setup_path	reg2regPathDepth	3	
place	portBuffers	17	
yosys	syn_area	282.8	µm²
grt	grt_max_degree	8	
worst_hold_path	hp-class	in2async	
die	die_x	80	µm
final_timing	final_hold_viol_count	0	
yosys	yosys_area	282.8	µm²
final_timing	worst_slew_pin_slew	0.2657	ns
cells_and_area	largest_reg_flops	7	
-- stage by stage --
stage,TNS (ns),std cells
2_1_floorplan,0,25
3_3_place_gp,-0.9980,83
3_5_place_dp,-1.052,83
4_1_cts,-0.03054,92
5_1_grt,0,90
6_report,0,90
-- cell type report --
class	instances	area (µm²)	area share, %
Inverter	3	11.26	2.174
Sequential cell	7	176.4	34.06
Tap cell	46	57.56	11.11
Clock buffer	4	26.28	5.072
Multi-Input combinational cell	10	60.06	11.59
Timing Repair Buffer	20	186.4	35.99
-- worst min path at each step --
stage | slack [ns] | depth (start not counted) | end | start
after global routing | 0.28 | 2 | ps[4] | rst
final | 0.26 | 2 | ps[4] | rst
after CTS | 0.27 | 2 | ps[4] | rst
-- cells in the mapped netlist --
library cell and number:
a21o_1 2, nand2_1 1, dfstp_2 1, inv_1 3, a31o_2 1, nor2_1 3, and2_1 1, nor2b_1 1
dfrtp_1 6, or2_1 1, buf_4 5
-- cells in the final DEF (no fill, tap or decap), types with 2 or more instances in the layout --
cell / instances
inv_1: 3
a21o_1: 2
dlymetal6s2s_1: 2
buf_4: 2
dfrtp_1: 6
clkdlybuf4s50_1: 5
nor2_1: 3
dlygate4sd2_1: 8
clkbuf_4: 3
-- metal layers --
layer  vias to the layer above  routed length [µm]  part of all wire, %
met5                         -                   0                    0
met4                         0                   0                    0
met2                        25                 180                   23
li1                        112                   -                    -
met1                       105                 412                   54
met3                         0                 174                   23
-- power breakdown --
part | switching, µW | internal [µW] | total [µW]
clock | 72.5 | 109 | 181
combinational | 27.2 | 67.1 | 94.4
sequential | 11.5 | 224 | 236
-- logic make-up after synthesis --
| kind of cell | synth area share [%] |
|---|---|
| compound gates | 8.406 |
| flops | 62.39 |
| simple gates | 11.95 |
| buf+inv | 17.26 |
-- what timing repair did --
| action | 4_1_cts | 5_1_grt |
|---|---|---|
| gates resized | 15 | 3 |
| pin swaps | 2 | 1 |
| setup endpoints to repair | 10 | 5 |
| buffers inserted | 5 | 0 |
| hold endpoints to repair | 0 | 0 |
Power is estimated from default activity; no workload was simulated.
